`flow/config.mk`:
```
export PLATFORM = sky130hd
export DESIGN_NAME = fifo4bytes
export DESIGN_NICKNAME = fifo4bytes
export VERILOG_FILES = /design/flow/design.v
export SDC_FILE = /design/flow/constraint.sdc
export NUM_CORES = 4
export LEC_CHECK = 1
export CORE_UTILIZATION = 30
```
`flow/run.sh`:
```
#!/bin/bash
# OpenROAD 26Q1-2900-gdf79404cd8, Yosys 0.63+post, stock flow scripts
make -C /OpenROAD-flow-scripts/flow DESIGN_CONFIG=/design/flow/config.mk WORK_HOME=/design/flow/orfs finish
```
`flow/design.v`:
```
`timescale 1 ns / 1 ps
package tm1638_driver_types;
typedef enum {
    IDLE                      = 0,
    INPUT_LATCHED             = 1,
    CONTROL_COMMAND_SET       = 2,
    WAIT_KEY_READ_COMMAND_SET = 3,
    KEY_READ_COMMAND_SET      = 4,
    WAIT_SEG_DATA_COMMAND_SET = 5,
    SEG_DATA_COMMAND_SET      = 6,
    WAIT_SEG_ADDR_COMMAND_SET = 7,
    SEG_ADDR_COMMAND_SET      = 8,
    WAIT_LED_DATA_COMMAND_SET = 9,
    LED_DATA_COMMAND_SET      = 10,
    WAIT_LED_ADDR_COMMAND_SET = 11,
    LED_ADDR_COMMAND_SET      = 12
} state_t;
typedef logic [7:0][7:0] segments_t;   
typedef logic [7:0]      leds_t;       
endpackage
module fifo4bytes(
  input clk,
  input rst,
  input write,
  input [7:0] wdata,
  input read,
  output [7:0] rdata,
  output empty,
  output full,
  output [1:0] diag_state,
  output [1:0] diag_waddr,
  output [1:0] diag_raddr
);
  localparam WRITE_ONLY = 0, READ_WRITE = 1, READ_ONLY = 2; 
  reg [1:0] state, next_state;
  reg [7:0] data [3:0];
  reg [1:0] waddr, next_waddr;
  reg [1:0] raddr, next_raddr;
  assign next_waddr = waddr + 1;
  assign next_raddr = raddr + 1;
  always @(*) begin
    case (state)
      WRITE_ONLY:
        if (write) begin
          next_state = READ_WRITE;
        end else begin
          next_state = WRITE_ONLY;
        end
      READ_WRITE :
        if (read ^ write) begin
        	if (read) begin
              if (next_raddr == waddr) begin
                next_state = WRITE_ONLY;
              end else begin
                next_state = READ_WRITE;
              end
	        end else begin
              if (next_waddr == raddr) begin
                next_state = READ_ONLY;
              end else begin
                next_state = READ_WRITE;
              end
            end
      	end else begin
          next_state = READ_WRITE;
        end
      READ_ONLY :
        if (read) begin
          next_state = READ_WRITE;
        end else begin
          next_state = READ_ONLY;
        end
      default:
        next_state = WRITE_ONLY;
    endcase
  end
  always @(posedge clk) begin
    if (rst) begin
      state <= WRITE_ONLY;
    end else begin
      state <= next_state;
    end
  end
  always @(posedge clk) begin
    if (rst) begin
      raddr <= 0;
    end else begin
      case (state)
        READ_WRITE:
          if (read) begin
            raddr <= next_raddr;
          end
        READ_ONLY:
          if (read) begin
            raddr <= next_raddr;
          end
        default: raddr <= raddr;
      endcase
    end
  end
  assign rdata = data[raddr];
  always @(posedge clk) begin
    if (rst) begin
      waddr <= 0;
    end else begin
      case (state)
        WRITE_ONLY:
          if (write) begin
            data[waddr] <= wdata;
            waddr <= next_waddr;
          end
        READ_WRITE:
          if (write) begin
            data[waddr] <= wdata;
            waddr <= next_waddr;
          end
        default: waddr <= waddr;
      endcase
    end
  end
  assign empty = state == WRITE_ONLY;
  assign full  = state == READ_ONLY;
  assign diag_state = state;
  assign diag_waddr = waddr;
  assign diag_raddr = raddr;
endmodule
```
`flow/constraint.sdc`:
```
current_design fifo4bytes

set clk_period 2.3
set clk_io_pct 0.2

create_clock -name clk0 -period $clk_period [get_ports {clk}]

set non_clock_inputs [all_inputs -no_clocks]
set_input_delay [expr $clk_period * $clk_io_pct] -clock clk0 $non_clock_inputs
set_output_delay [expr $clk_period * $clk_io_pct] -clock clk0 [all_outputs]
```
==> reports/metrics.cfg <==
[clock_network]
insertion_delay_at_the_late_pin_of_the_worst_skew_pair_ns = 0.28
post-cts-setup-buffer-count = 0
ctsLongestPathBuffers = 2
clkTransAtPathRegs_ns = 0.07
cts_made_buffers = 5
cts_tree = done
clock-root-buffer = clkbuf_8
clock_sink_count = 40
h-tree-depth = 2

[timing]
slew-limit-headroom = 0.729
finalCritPeriodShare = 0.954
clock-skew-final_ns = 0.00595
final.hold.worst_slack_ns = 0.605
totalNegativeSetupSlack_ns = 0
post-route-min-period_ns = 2.19
timing.final.setup_violations = 0
rsz0062_at_grt = false
actual_transition_at_the_worst_max_transition_pin_ns = 0.405
finalHoldViolations = 0
layout_setup_ws_ns = 0.106
slew_viol_final = 0
achievable-frequency_mhz = 456

[routing]
number_of_drc_markers_in_iteration_0 = 53
route.vias.total = 913
drt-wirelength-per-cell_um = 13.1
total_antenna_diodes_in_the_routed_design = 0
ant_nets = 0
drt_pass1_iterations = 4
drc_errors = 0
finalWirelength_mm = 2.75
detail_route.vias_per_cell = 4.35

[critical_path]
required_ns = 1.84
setup.worst_path.end_class = output pin
critPathMaxFanout = 6
worstPathArrival_ns = 1.73
timing_worst_setup_path_type = register to output pin
worstSetupStartpointType = register
reg2reg_from = waddr[0]
reg2reg_setup_slack_ns = 0.66

[run]
stage_log_warnings = 31
drv_cap = 0

[synth]
synth-cells-yosys = 102
topCellsByArea = edfxtp_1 57%, mux4_2 11%, dfxtp_1 9.5%, ha_1 5.9%, nor2_1 2.2%
synth-edff-count = 32
synthDominantAreaCellType = edfxtp_1
mappedNetlistArea_um2 = 1680
synth_cells = 102
yosysTopAreaCellShare = 0.571
synth.ff_latch_count = 40
synth.yosys.chip_area_um2 = 1680
post_synth.cell_area_avg_um2 = 16.5
ys_warn_count = 3
synth.lib_cells_used.distinct = 24
yosys.stat.seqShare = 0.666
synth_top_flop_cell = edfxtp_1
ys_async_sr_fraction = 0

[min_path]
worstHoldPathType = register to register
worstHoldStart = waddr[1]

[floorplan]
core_util_floorplan = 0.320
rows = 26
ioPinCount = 28
chipArea_um2 = 5920
coreArea_um2 = 5270
die_width_um = 76.9
chipHeight_um = 76.9

[power_and_ir_drop]
total_leakage_power_nw = 0.754
pwr_density_cell_nw_per_um2 = 724
vdd_drop_max_mv = 0.260

[placed_design]
dp_hpwl_mm = 1.93
post-place-ws_ns = 0.296
portBuffers = 27
place.gp.congestion = 0.911

[cells_and_area]
final_cell_mix = 32 x edfxtp_1, 27 x clkdlybuf4s50_1, 10 x nor2_1
layout-drive-gt1-share = 0.186
layout_area_overhead_pct = 30.4
layout_top_cell_excl_fill_tap = edfxtp_1

[outcome]
run_status = finished clean

[global_routing]
grt_pass1_vias = 967
antenna_found_initial = 0
overflow = 0
grt_pass1_wl_mm = 4.57
grt_use_total = 0.106
grt_max_degree = 15

## critical path, stage by stage (launching register included)
cell,delay (ns)
dfxtp_2,0.38
buf_6,0.16
mux4_2,0.51
clkdlybuf4s50_1,0.42
## path summary, 6_finish.rpt
path	to	cells past startpoint
worst min register to register	waddr[1]	2
worst min-delay path	waddr[1]	2
worst max register to register	state[0]	5
worst max-delay path	rdata[1]	3
## final cells by class
class	instances	area (µm²)
flip-flops and latches	40	1120
clock inverters	3	47.5
inverters	9	33.8
repair buffers	33	319
multi-input cells	50	517
well taps	70	87.6
fillers	487	3070
clock buffers	5	68.8
## synthesized netlist by cell type, drive strengths merged (2+ instances only)
cell	n
nor4b	2
mux2i	2
clkbuf	2
nand2b	2
ha	8
xor2	3
inv	9
xnor2	3
nor2	10
mux4	8
edfxtp	32
dfxtp	8
nand2	2
a211oi	2
## repair_timing
item | CTS | global route
setup endpoints to repair | 2 | 5
hold buffers | 0 | 0
pin swaps | 0 | 0
resized | 1 | 1
## state kept, by name, indices dropped and copies added (netlist names), named ones only
| name | cells |
|---|---|
| data | 32 |
| raddr | 2 |
| state | 2 |
| waddr | 2 |
## logic make-up (layout without fill, tap and decap cells)
family | after synthesis | after routing | synth area share
AND/OR/NAND/NOR | 22 | 22 | 0.0750
flip-flops | 40 | 40 | 0.666
AND-OR/OR-AND | 4 | 4 | 0.0223
adder cells (fa/ha/maj) | 8 | 8 | 0.0594
XOR/XNOR | 6 | 6 | 0.0312
multiplexers | 10 | 10 | 0.119
buffers and inverters | 12 | 50 | 0.0275
## stage by stage
stage | total power (W) | instances | area, µm² | utilization
4_1_cts | 0.00161 | 210 | 2190 | 0.416
6_report | 0.00159 | 210 | 2200 | 0.417
3_3_place_gp | 0.00104 | 202 | 2070 | 0.394
2_1_floorplan | 0.000939 | 102 | 1680 | -
5_1_grt | 0.00166 | 210 | 2200 | 0.417
3_5_place_dp | 0.00105 | 202 | 2070 | 0.394
## per-layer routing
| layer | routed length (µm) | global-route usage |
|---|---|---|
| met1 | 1230 | 0.147 |
| met2 | 1310 | 0.170 |
| met3 | 195 | 0.0399 |
| met4 | 9 | 0.0115 |
| met5 | 0 | 0 |
## where the power goes
part | internal (W) | leakage [nW] | switching (W) | total (W)
clock | 0.000326 | 0.0583 | 0.000231 | 0.000558
sequential | 0.000809 | 0.356 | 0.0000240 | 0.000833
combinational | 0.000126 | 0.340 | 0.0000719 | 0.000198
Power and IR drop assume default switching activity.
