<file path="config.mk">
export PLATFORM = sky130hd
export DESIGN_NAME = spi_fifo
export DESIGN_NICKNAME = spi_fifo
export VERILOG_FILES = /design/flow/design.v
export SDC_FILE = /design/flow/constraint.sdc
export NUM_CORES = 4
export LEC_CHECK = 1
export CORE_UTILIZATION = 50
</file>
<file path="constraint.sdc">
current_design spi_fifo

set clk_period 2.4
set clk_io_pct 0.2

create_clock -name clk0 -period $clk_period [get_ports {clk}]

set non_clock_inputs [all_inputs -no_clocks]
set_input_delay [expr $clk_period * $clk_io_pct] -clock clk0 $non_clock_inputs
set_output_delay [expr $clk_period * $clk_io_pct] -clock clk0 [all_outputs]
</file>
<file path="design.v">
`timescale 1 ns / 1 ps
package tm1638_driver_types;
typedef enum {
    IDLE                      = 0,
    INPUT_LATCHED             = 1,
    CONTROL_COMMAND_SET       = 2,
    WAIT_KEY_READ_COMMAND_SET = 3,
    KEY_READ_COMMAND_SET      = 4,
    WAIT_SEG_DATA_COMMAND_SET = 5,
    SEG_DATA_COMMAND_SET      = 6,
    WAIT_SEG_ADDR_COMMAND_SET = 7,
    SEG_ADDR_COMMAND_SET      = 8,
    WAIT_LED_DATA_COMMAND_SET = 9,
    LED_DATA_COMMAND_SET      = 10,
    WAIT_LED_ADDR_COMMAND_SET = 11,
    LED_ADDR_COMMAND_SET      = 12
} state_t;
typedef logic [7:0][7:0] segments_t;   
typedef logic [7:0]      leds_t;       
endpackage
module fifo_diag
  #(
    parameter DEPTH = 4,
    parameter ADDR_WIDTH = $clog2(DEPTH)
  )(
    input clk,
    input rst,
    input write,
    input [7:0] wdata,
    input read,
    output reg [7:0] rdata,
    output reg empty,
    output reg full,
    output reg [1:0] diag_state,
    output reg [ADDR_WIDTH-1:0] diag_waddr,
    output reg [ADDR_WIDTH-1:0] diag_raddr
  );
  localparam WRITE_ONLY = 0, READ_WRITE = 1, READ_ONLY = 2; 
  reg [1:0] state, next_state;
  reg [7:0] data [DEPTH-1:0];
  reg [ADDR_WIDTH-1:0] waddr, next_waddr;
  reg [ADDR_WIDTH-1:0] raddr, next_raddr;
  assign next_waddr = waddr + 1;
  assign next_raddr = raddr + 1;
  always @(*) begin
    case (state)
      WRITE_ONLY:
        if (write) begin
          next_state = READ_WRITE;
        end else begin
          next_state = WRITE_ONLY;
        end
      READ_WRITE :
        if (read ^ write) begin
        	if (read) begin
              if (next_raddr == waddr) begin
                next_state = WRITE_ONLY;
              end else begin
                next_state = READ_WRITE;
              end
	        end else begin
              if (next_waddr == raddr) begin
                next_state = READ_ONLY;
              end else begin
                next_state = READ_WRITE;
              end
            end
      	end else begin
          next_state = READ_WRITE;
        end
      READ_ONLY :
        if (read) begin
          next_state = READ_WRITE;
        end else begin
          next_state = READ_ONLY;
        end
      default:
        next_state = WRITE_ONLY;
    endcase
  end
  always @(posedge clk) begin
    if (rst) begin
      state <= WRITE_ONLY;
    end else begin
      state <= next_state;
    end
  end
  always @(posedge clk) begin
    if (rst) begin
      raddr <= 0;
    end else begin
      case (state)
        READ_WRITE:
          if (read) begin
            raddr <= next_raddr;
          end
        READ_ONLY:
          if (read) begin
            raddr <= next_raddr;
          end
        default: raddr <= raddr;
      endcase
    end
  end
  assign rdata = data[raddr];
  always @(posedge clk) begin
    if (rst) begin
      waddr <= 0;
    end else begin
      case (state)
        WRITE_ONLY:
          if (write) begin
            data[waddr] <= wdata;
            waddr <= next_waddr;
          end
        READ_WRITE:
          if (write) begin
            data[waddr] <= wdata;
            waddr <= next_waddr;
          end
        default: waddr <= waddr;
      endcase
    end
  end
  assign empty = state == WRITE_ONLY;
  assign full  = state == READ_ONLY;
  assign diag_state = state;
  assign diag_waddr = waddr;
  assign diag_raddr = raddr;
endmodule
module fifo
  #(
    parameter DEPTH = 4,
    parameter ADDR_WIDTH = $clog2(DEPTH)
  )(
    input clk,
    input rst,
    input write,
    input [7:0] wdata,
    input read,
    output reg [7:0] rdata,
    output reg empty,
    output reg full
  );
  reg [1:0] diag_state;
  reg [ADDR_WIDTH-1:0] diag_waddr;
  reg [ADDR_WIDTH-1:0] diag_raddr;
  fifo_diag #(.DEPTH(DEPTH)) fifo_0 (
    .clk(clk), .rst(rst),
    .write(write), .wdata(wdata), .read(read), .rdata(rdata),
    .empty(empty), .full(full),
    .diag_state(diag_state), .diag_waddr(diag_waddr), .diag_raddr(diag_raddr));
endmodule
module spi_diag
  #(parameter CYCLES = 1)
  (	input clk,
    input rst,
    input data_rdy,
    input [7:0] data,
    output reg busy,
    output reg dev_stb,
    output reg dev_clk,
    output reg dev_dio,
    output reg [1:0] diag_state,
    output reg [7:0] diag_dev_data,
    output reg [2:0] diag_addr); 
  localparam IDLE = 0, LOAD_DATA = 1, DATA_SET_ADDR = 2, DATA_TX = 3; 
  reg [1:0] state, next_state;
  reg [7:0] addr_delay_cycles, tx_delay_cycles;   
  reg [2:0] dev_data_addr;
  always @(*) begin
    case (state)
      IDLE:
        next_state = data_rdy ? LOAD_DATA : IDLE;
      LOAD_DATA :
        next_state = DATA_SET_ADDR;
      DATA_SET_ADDR:
        if (addr_delay_cycles == CYCLES) begin
	        next_state = DATA_TX;
        end else begin
            next_state = DATA_SET_ADDR;
        end
      DATA_TX:
        if (tx_delay_cycles == CYCLES) begin
          next_state = (dev_data_addr == 3'h7) ? IDLE : DATA_SET_ADDR;
        end else begin
	       next_state = DATA_TX;
        end
      default:
        next_state = IDLE;
    endcase
  end
  always @(posedge clk) begin
    if (rst) begin
      state <= IDLE;
    end else begin
      state <= next_state;
    end
  end
  assign busy = (state == LOAD_DATA) || (state == DATA_SET_ADDR) || (state == DATA_TX);
  assign dev_stb = ~((state == DATA_SET_ADDR) || (state == DATA_TX));
  always @(*) begin
    case (state)
      DATA_SET_ADDR: dev_clk = 1'b0;
      default:       dev_clk = 1'b1;
    endcase
  end
  always @(posedge clk) begin
    if (rst) begin
      addr_delay_cycles <= 8'h0;
      tx_delay_cycles <= 8'h0;
    end else begin
      case (state)
        LOAD_DATA: begin
          addr_delay_cycles <= 8'h0;
	      tx_delay_cycles <= 8'h0;
        end
        DATA_SET_ADDR: begin
          if (addr_delay_cycles == CYCLES) begin
            tx_delay_cycles <= 8'h0;
          end else begin
            addr_delay_cycles <= addr_delay_cycles + 1'b1;
          end
        end
        DATA_TX: begin
          if (tx_delay_cycles == CYCLES) begin
            addr_delay_cycles <= 8'h0;
          end else begin
            tx_delay_cycles <= tx_delay_cycles + 1'b1;
          end
        end
      endcase
    end
  end
  reg [7:0] dev_data;
  always @(posedge clk) begin
    if (rst) begin
      dev_data <= 7'h0;
      dev_data_addr <= 3'h0;
    end else begin
      case (state)
        IDLE:      dev_data <= data;
        LOAD_DATA: dev_data_addr <= 3'h0;
        DATA_TX:   if (tx_delay_cycles == CYCLES) dev_data_addr <= dev_data_addr + 1;
      endcase
    end
  end
  always @(*) begin
    case (state)
      DATA_SET_ADDR: dev_dio = dev_data[dev_data_addr];
  	  DATA_TX:       dev_dio = dev_data[dev_data_addr];
      default:       dev_dio = 1'b0;
    endcase
  end
  assign diag_state = state;
  assign diag_dev_data = dev_data;
  assign diag_addr = dev_data_addr;
endmodule
module spi
  #(parameter CYCLES = 1)
  (	input clk,
    input rst,
    input data_rdy,
    input [7:0] data,
    output reg busy,
    output reg dev_stb,
    output reg dev_clk,
    output reg dev_dio); 
  reg [1:0] diag_state;
  reg [7:0] diag_dev_data;
  reg [2:0] diag_addr;
  spi_diag #(.CYCLES(CYCLES)) spi_diag_0 (
    .clk(clk),
    .rst(rst),
    .data_rdy(data_rdy),
    .data(data),
    .busy(busy),
    .dev_stb(dev_stb),
    .dev_clk(dev_clk),
    .dev_dio(dev_dio),
    .diag_state(diag_state),
    .diag_dev_data(diag_dev_data),
    .diag_addr(diag_addr));
endmodule
module spi_fifo_diag
  #(parameter SPI_CYCLES = 1,
    parameter FIFO_DEPTH = 4)
  (input clk,
   input rst,
   input write,          
   input [7:0] data,     
   output reg full,      
   output reg spi_stb,
   output reg spi_clk,
   output reg spi_dio,
   output reg diag_fifo_read,
   output reg [7:0] diag_fifo_rdata,
   output reg diag_fifo_empty,
   output reg diag_spi_data_rdy,
   output reg diag_spi_busy);
  reg fifo_read;
  reg [7:0] fifo_rdata;
  reg fifo_empty;
  reg spi_data_rdy;
  reg spi_busy;
  fifo #(.DEPTH(FIFO_DEPTH)) fifo_0 (
    .clk(clk), .rst(rst),
    .write(write), .wdata(data), .read(fifo_read), .rdata(fifo_rdata),
    .empty(fifo_empty), .full(full));
  spi #(.CYCLES(SPI_CYCLES)) spi_0 (
    .clk(clk),
    .rst(rst),
    .data_rdy(spi_data_rdy), .data(fifo_rdata),
    .busy(spi_busy),
    .dev_stb(spi_stb), .dev_clk(spi_clk), .dev_dio(spi_dio));
  always @(negedge clk) begin
    if (rst) begin
      fifo_read <= 0;
      spi_data_rdy <= 0;
    end else begin
      if (spi_data_rdy) begin
        fifo_read <= 1;
        spi_data_rdy <= 0;
      end else if (fifo_read) begin
        fifo_read <= 0;
      end else begin
        if (~fifo_empty & ~spi_busy) begin
          spi_data_rdy <= 1;
        end
      end
    end
  end
  assign diag_fifo_read = fifo_read;
  assign diag_fifo_rdata = fifo_rdata;
  assign diag_fifo_empty = fifo_empty;
  assign diag_spi_data_rdy = spi_data_rdy;
  assign diag_spi_busy = spi_busy;
endmodule
module spi_fifo
  #(parameter SPI_CYCLES = 1,
    parameter FIFO_DEPTH = 4)
  (input clk,
   input rst,
   input write,          
   input [7:0] data,     
   output reg full,      
   output reg spi_stb,
   output reg spi_clk,
   output reg spi_dio);
  reg diag_fifo_read;
  reg [7:0] diag_fifo_rdata;
  reg diag_fifo_empty;
  reg diag_spi_data_rdy;
  reg diag_spi_busy;
  spi_fifo_diag #(.SPI_CYCLES(SPI_CYCLES), .FIFO_DEPTH(FIFO_DEPTH)) spi_fifo_diag_0 (
    .clk(clk), .rst(rst),
    .write(write),
    .data(data),
    .full(full),
    .spi_stb(spi_stb),
    .spi_clk(spi_clk),
    .spi_dio(spi_dio),
    .diag_fifo_read(diag_fifo_read),
    .diag_fifo_rdata(diag_fifo_rdata),
    .diag_fifo_empty(diag_fifo_empty),
    .diag_spi_data_rdy(diag_spi_data_rdy),
    .diag_spi_busy(diag_spi_busy));
endmodule
</file>
<file path="run.sh">
#!/bin/bash
# OpenROAD 26Q1-2900-gdf79404cd8, Yosys 0.63+post, stock flow scripts
make -C /OpenROAD-flow-scripts/flow DESIGN_CONFIG=/design/flow/config.mk WORK_HOME=/design/flow/orfs finish
</file>
==> summary.txt <==
fresh numbers from the pnr run: status finished, final reports clean, met1 WL about 3 mm, CP arrival 2.53 ns, Power Dens Cells 645 nW/um2, Pins Over Slew Limit 0, GRT overflow 0, Worst-path clk slew ~0.070 ns, Num CTS Buffers 9, CP bufs+invs 1, CP max stage cell o41a_2, DP Area ~3500 um2, Hold Path Cell Cnt 2, die area ~6700 um2, WHS about 0.49 ns, initial antenna violation count 0, drt first pass iters 4, FP Core Util about 53%, Core Region 6030 um2, P_leak 1.36 nW, Internal about 1.8 mW, Sequential Area approximately 1800 um2, Synth cell types slightly above 40, tool warnings 32, Final Wtd Congestion just over 0.8, deepest level of the CTS H-tree 3, Mean Syn Cell Area ~12 um2, Overall Power 2.39 mW, Setup CP Type flop to flop, most numerous logic cells after layout dfxtp_1 (38), edfxtp_1 (32), nor2_1 (23), met3 wire length about 280 um, chip height a little over 80 um, most area-hungry cell type in the Yosys netlist edfxtp_1, vias in the first global route between 2000 and 2500, Crit Path Max Fanout 14, R2R setup slack ~0.13 ns, Port Buffers 14, first-pass GRT wire length 9.66 mm, TritonCTS clock tree built, Cell area leaders edfxtp_1 (30%), dfxtp_1 (25%), mux4_2 (7.1%), I/O pins 15, clk sink count roughly 72, Post-Layout Cell Count 380, worst path required time 2.67 ns, part of the power in the clock network around 36%, worst slew pin tran 0.542 ns, post-layout period usage of the worst path 94.4%, layout cells sized above 1 around 17%, Final setup viols 0, Detailed Place HPWL 3.83 mm, post-synthesis cell area 3170 um2, critical path capture point type flop, Comb area about 1300 um2, fill count between 400 and 500, Detail Route Antenna Nets 0, instance count of the mapped netlist about 270, Late-Pin Clk Latency ~0.37 ns, net switching power about 0.56 mW, crit-path max cell delay between 0.5 and 0.6 ns, Fin. Hold Viols 0, HP Class flop to flop, final instance area around 3700 um2, Seq pwr share 56.1%, Post-synth EDFFs 32, Clock Path Buffers 2, DRT iter0 DRCs about 120, Largest delay share family, worst path simple AND/OR/NAND/NOR gates, all-layer global routing usage between 20% and 30%, Worst slew margin between 60% and 70%, DRT Wirelength around 5.7 mm, Synth top area share a little under a third, largest net degree at the start of global routing 30, worst IR drop on VDD between 0.0004 and 0.0005 V, worst reg-to-reg path cell count 6, yosys synthesis chip area about 3200 um2, row cnt 28, Flops after synth a little over 70, Root Buffer clkbuf_8, Top cell excl fill/tap dfxtp_1, Post-synth ARST share 0%, Top FF cell, synth dfxtp_1, RSZ-0062 raised after global routing false, Vias around 2200, highest metal used met4, switching share of power roughly a quarter, vias per std cell slightly below 6, clk_skew 0.0413 ns, # DRC 0, P&R area growth vs syn 17.0%, max-cap check violation count 0, Highest Clock Rate 441 MHz, Setup crit start kind flop, Seq share, synth 55.6%, Placed Cells approximately 360, Yosys warning total 21, Tmin final roughly 2.3 ns, ANT cells 0, Die W about 80 um, yosys stat cell total around 270, cell breakdown of the critical path inv_1 -> ha_1 -> or4b_1 -> o41a_2 -> or4_1 -> a21oi_1, wire per inst about 15 um, met2 wire len 2.42 mm, Gate power share just under 8%
metrics by stage:
step / utilization [%] / TNS (ns) / setup slack, ns
floorplan: - / 0 / 0.00159
global placement: 57.8 / -0.573 / -0.334
CTS: 61.0 / 0 / 0.00446
finish: 61.6 / 0 / 0.134
global route: 61.6 / 0 / 0.0295
detailed placement: 57.8 / -0.595 / -0.340
power by group through the flow:
stage                 Sequential, mW  Clock, mW  Combinational (mW)
final                           1.34      0.866               0.183
after CTS                       1.34      0.891               0.183
after global routing            1.35      0.964               0.206
per-layer routing:
| layer | GRT usage (%) | up-vias |
|---|---|---|
| met3 | 6.88 | 5 |
| li1 | - | 1098 |
| met4 | 1.93 | 0 |
| met2 | 28.5 | 32 |
| met1 | 33.1 | 1054 |
| met5 | 0 | - |
cell type report:
cell class | instances | share of cell area, %
sequential | 72 | 47.7
inverter | 8 | 0.809
clock inverter | 8 | 1.01
timing repair buffer | 33 | 7.76
clock buffer | 10 | 4.01
multi-input combinational | 174 | 36.2
tap | 75 | 2.53
worst min-delay path, cell delays in order, from the launching register on:
cell and delay [ns]:
dfxtp_1 0.32, o31ai_1 0.06, a21oi_1 0.06
synthesized netlist by cell type (all sizes together), types with 2 or more instances:
library cell   n
nand2          9
and4           2
edfxtp        32
nand4          5
mux2i         11
and2           7
or3            3
a21oi         20
dfxtp         40
mux4          10
or4           13
o21ai          6
xor2           3
o31ai         13
ha            10
inv            9
nor4b          2
buf            4
o211ai         3
nor3           7
nand2b         4
or4b           2
nor2          24
clkbuf         8
o21bai         2
nand3          5
xnor2          2
worst max-delay path by stage:
| stage | startpoint | endpoint | slack (ns) | depth (start not counted) |
|---|---|---|---|---|
| 6_report | flop | flop | 0.13 | 6 |
| 5_1_grt | flop | flop | 0.03 | 6 |
| 4_1_cts | flop | spi_dio | 0.004 | 4 |
cells by family after synthesis:
kind of cell	after synthesis	synth area share, %
compound gates	53	10.9
xor+xnor	5	1.38
fa+ha+maj	10	3.95
buf+inv	21	2.76
flops	72	55.6
mux	22	10.9
simple gates	84	14.6
what timing repair did:
item	4_1_cts	5_1_grt
hold buffers	0	0
pin swaps	0	2
setup endpoints to repair	1	3
cloned	0	0
gates resized	4	7
setup buffers	0	2
state kept, by name, indices dropped and copies added (netlist names):
name,cells
spi_fifo_diag_0.fifo_0.fifo_0.data,32
spi_fifo_diag_0.fifo_0.fifo_0.raddr,2
spi_fifo_diag_0.fifo_0.fifo_0.state,3
spi_fifo_diag_0.fifo_0.fifo_0.waddr,2
spi_fifo_diag_0.fifo_read,1
spi_fifo_diag_0.spi_0.spi_diag_0.addr_delay_cycles,8
spi_fifo_diag_0.spi_0.spi_diag_0.dev_data,8
spi_fifo_diag_0.spi_0.spi_diag_0.dev_data_addr,3
spi_fifo_diag_0.spi_0.spi_diag_0.state,4
spi_fifo_diag_0.spi_0.spi_diag_0.tx_delay_cycles,8
spi_fifo_diag_0.spi_data_rdy,1
Power and IR drop assume default switching activity.
