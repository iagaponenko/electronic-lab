--- /design/flow/config.mk ---
export PLATFORM = sky130hd
export DESIGN_NAME = max7219_write
export DESIGN_NICKNAME = max7219_write
export VERILOG_FILES = /design/flow/design.v
export SDC_FILE = /design/flow/constraint.sdc
export NUM_CORES = 4
export LEC_CHECK = 1
export CORE_AREA = 10 10 70 70
export DIE_AREA = 0 0 80 80
--- /design/flow/design.v ---
`timescale 1 ns / 1 ps
package tm1638_driver_types;
typedef enum {
    IDLE                      = 0,
    INPUT_LATCHED             = 1,
    CONTROL_COMMAND_SET       = 2,
    WAIT_KEY_READ_COMMAND_SET = 3,
    KEY_READ_COMMAND_SET      = 4,
    WAIT_SEG_DATA_COMMAND_SET = 5,
    SEG_DATA_COMMAND_SET      = 6,
    WAIT_SEG_ADDR_COMMAND_SET = 7,
    SEG_ADDR_COMMAND_SET      = 8,
    WAIT_LED_DATA_COMMAND_SET = 9,
    LED_DATA_COMMAND_SET      = 10,
    WAIT_LED_ADDR_COMMAND_SET = 11,
    LED_ADDR_COMMAND_SET      = 12
} state_t;
typedef logic [7:0][7:0] segments_t;   
typedef logic [7:0]      leds_t;       
endpackage
`timescale 1 ns / 1 ps
module max7219_write (
    input       [2:0]   i_Address,
    output reg  [7:0]   io_Buf
);
logic [7:0][0:7] r_Letter = {8'h7E, 8'h30, 8'h6D, 8'h79, 8'h33, 8'h5B, 8'h5F, 8'h70};
always_comb begin 
    io_Buf = r_Letter[i_Address];
end
endmodule
--- /design/flow/run.sh ---
#!/bin/bash
# OpenROAD 26Q1-2900-gdf79404cd8, Yosys 0.63+post, stock flow scripts
make -C /OpenROAD-flow-scripts/flow DESIGN_CONFIG=/design/flow/config.mk WORK_HOME=/design/flow/orfs finish
--- /design/flow/constraint.sdc ---
current_design max7219_write

set clk_period 1.0
set clk_io_pct 0.2

create_clock -name clk0 -period $clk_period

set non_clock_inputs [all_inputs -no_clocks]
set_input_delay [expr $clk_period * $clk_io_pct] -clock clk0 $non_clock_inputs
set_output_delay [expr $clk_period * $clk_io_pct] -clock clk0 [all_outputs]
==> results.txt <==
impl run done, here's what came out: number of routed nets with antenna violations=0, Worst VDD drop=0.0000360 V, router iterations before antenna repair=1, Die Width=80 um, critical path's slowest cell=mux2_4, # rows=21, Clock buffer cells=0, fin crit period=1.13 ns, layout cells sized above 1=66.7%, Worst Slack Setup Final=-0.128 ns, Final setup violation count=7, Seq cells=0, Seq share, synth=0%, post-synthesis area per instance=8.38 um2, Worst Path Max Fanout=4, mux share=20.9%, CP max stage delay=0.25 ns, mapped cell area=168 um2, crit path DRT=0.80 ns, critical path startpoint category=input pin, DRC Markers=0, Core Density at Floorplan=4.91%, io pins=11, CP Capture Type=primary output, drt via density=2.22, WHS=0.736 ns, Basic Gates by Area=10.4%, pwr dens=301 nW/um2, adder share=44.8%, CTS Hold Bufs=0, Layout area overhead=137%, WL per Instance=7.04 um, critical path arrival=0.93 ns, pin count of the biggest net entering global routing=10, ys cells=20, Synth cell types=12, design area=398 um2, Syn. warnings=1, max-cap violation count=0, area fraction in xor and xnor cells=0%, aoi share=5.97%, first-pass GRT wire length=910 um, worst hold path type=input pin to primary output, core area=3420 um2, Final Cycle Share=113%, Initial DRC Count=0, Via Count=175, diodes inserted=0, unrepaired setup endpoints after global routing=true, GRT overflow=0, Lkg Pwr=0.161 nW, Tot GR Track Use=1.66%, initial antenna violation count=0, die height=80 um, GP Congestion=0.692, crit path cell chain=buf_8, buf_6, ha_4, mux2_4, buf_2, final hold vios=0, Dominant comb cell=adder cells, area of the chip=6400 um2, status=complete, but fails checks, vias in the first global route=188, Placed Area=329 um2, Chip Area, Yosys=168 um2, crit path kind=input pin to primary output, failing checks=setup timing, drt total wl=556 um, tool warnings=39, Peak Freq=0.887 GHz, Synth Instances=20, # port buffers=10, storage element area=0 um2, Slew Viols, Final=0
[worst paths after layout]
kind  cells past startpoint         to    startpoint
min                       3  io_Buf[4]  i_Address[2]
max                       5  io_Buf[2]  i_Address[0]
[cells in the final DEF, fill, tap and decap left out]
| master | count |
|---|---|
| o21ai_1 | 1 |
| ha_2 | 1 |
| buf_6 | 4 |
| buf_4 | 1 |
| ha_4 | 4 |
| nand2_2 | 1 |
| nor2_1 | 1 |
| nand2b_1 | 1 |
| dlygate4sd2_1 | 1 |
| inv_6 | 1 |
| mux2_4 | 1 |
| a21oi_1 | 1 |
| mux2i_1 | 2 |
| nand2_1 | 1 |
| buf_2 | 6 |
| inv_2 | 1 |
| clkdlybuf4s15_1 | 1 |
| conb_1 | 1 |
| ha_1 | 1 |
| buf_8 | 2 |
[per-layer routing]
metal / wire (um) / GRT usage (%) / vias up
met3: 125 / 1.25 / 0
met2: 178 / 1.93 / 11
met4: 0 / 0 / 0
met1: 252 / 2.44 / 76
met5: 0 / 0 / -
li1: - / - / 88
[where the power goes]
group | internal [W] | total, W | switching [W]
registers | 0 | 0 | 0
clock network | 0 | 0 | 0
logic | 0.0000716 | 0.000120 | 0.0000482
total | 0.0000716 | 0.000120 | 0.0000482
[final cells by class]
class	instances	area (um2)
Fill cell	400	3020
Multi-Input combinational cell	16	196
Tap cell	46	57.6
Inverter	2	12.5
Timing Repair Buffer	15	131
[critical path: cells and delay by family]
family	cells	cell delay (ns)
buffers and inverters	3	0.33
multiplexers	1	0.25
adder cells (fa/ha/maj)	1	0.14
[synth_stat cells]
master	instances	area, um2
ha_1	6	75.1
inv_1	2	7.51
mux2i_1	2	20.0
nand2_1	2	7.51
a21oi_1	1	5.00
buf_4	1	7.51
buf_6	1	11.3
conb_1	1	3.75
mux2_4	1	15.0
nand2b_1	1	6.26
nor2_1	1	3.75
o21ai_0	1	5.00
[what timing repair did]
action	4_1_cts	5_1_grt
buffers inserted	3	0
cloned	0	0
endpoints found under the setup margin	7	7
pin swaps	3	1
gates resized	46	7
[per-stage QoR]
step                      std cells  TNS, ns  utilization [%]  power [W]  setup WS, ns
final                            79   -0.394             11.6   0.000120        -0.128
after global routing             79   -0.666             11.6   0.000134        -0.154
after CTS                        80   -0.602             11.4   0.000116        -0.126
after detailed placement         77    -5.80             9.63   0.000103        -0.907
after global placement           77    -5.68             9.63   0.000102        -0.903
after floorplan                  20        0                -  0.0000370         0.149
[kinds of logic after synthesis]
logic type / count (synthesis)
other: 1
muxes: 3
and+or+nand+nor: 4
buffers and inverters: 4
AOI/OAI and AO/OA: 2
adders and majority gates: 6
No activity file was given, so power comes from the tool's default toggle rates.
